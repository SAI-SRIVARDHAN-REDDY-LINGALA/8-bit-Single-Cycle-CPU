**design/flow/design.v**
```verilog
module alu (
    input  wire [7:0] a,           
    input  wire [7:0] b,           
    input  wire [2:0] alu_op,      
    output reg  [7:0] result,      
    output reg        zero_flag    
);
    localparam OP_ADD    = 3'b000;   
    localparam OP_SUB    = 3'b001;   
    localparam OP_AND    = 3'b010;   
    localparam OP_PASS_B = 3'b011;   
    always @(*) begin
        case (alu_op)
            OP_ADD:    result = a + b;
            OP_SUB:    result = a - b;
            OP_AND:    result = a & b;
            OP_PASS_B: result = b;
            default:   result = 8'h00;
        endcase
        zero_flag = (result == 8'h00);
    end
endmodule
module control_unit (
    input  wire [3:0] opcode,
    output wire       reg_write_en,
    output wire       mem_write_en,
    output wire       jump_en,
    output wire       alu_src_b_is_imm,
    output wire       halt,
    output wire [2:0] alu_op
);
    localparam HALT  = 4'b0000,
               LOAD  = 4'b0001,
               STORE = 4'b0010,
               ADD   = 4'b0011,
               SUB   = 4'b0100,
               ADDI  = 4'b0101,
               JMP   = 4'b0110,
               AND   = 4'b0111;
    assign halt = (opcode == HALT );
    assign reg_write_en     = (opcode == LOAD) || (opcode == ADD) || 
                              (opcode == SUB) || (opcode == ADDI) || (opcode == AND);
    assign mem_write_en     = (opcode == STORE);
    assign jump_en          = (opcode == JMP);
    assign alu_src_b_is_imm = (opcode == ADDI);
    assign alu_op = (opcode == ADD || opcode == ADDI) ? 3'b000 :
                    (opcode == SUB)                   ? 3'b001 :
                    (opcode == AND)                   ? 3'b010 :
                    (opcode == LOAD || opcode == STORE)? 3'b011 :
                                                         3'b000;
endmodule
module cpu (
    input  wire clk,
    input  wire rst,
    output reg halted    
);
    reg [7:0] pc;
    wire [15:0] instr;
    wire [3:0] opcode    = instr[15:12];
    wire [1:0] rd        = instr[11:10];  
    wire [1:0] rs        = instr[9:8];    
    wire [7:0] imm       = instr[7:0];    
    wire       reg_write_en;
    wire       mem_write_en;
    wire       jump_en;
    wire       alu_src_b_is_imm;
    wire [2:0] alu_op;
    wire [7:0] reg_data_s;  
    wire [7:0] reg_data_d;  
    wire [7:0] write_back_data;
    register_file RF (
        .clk(clk),
        .rst(rst),
        .write_enable(reg_write_en),
        .read_addr_s(rs),
        .read_addr_d(rd),
        .write_addr_d(rd),
        .write_data(write_back_data),
        .read_data_s(reg_data_s),
        .read_data_d(reg_data_d)
    );
    wire [7:0] alu_in_b = alu_src_b_is_imm ? imm : reg_data_s;
    wire [7:0] alu_result;
    wire       zero_flag;
    alu ALU (
        .a(reg_data_d),
        .b(alu_in_b),
        .alu_op(alu_op),
        .result(alu_result),
        .zero_flag(zero_flag)
    );
    wire halt;
    wire [7:0] data_mem_out;
    data_mem DM (
        .clk(clk),
        .write_en(mem_write_en),
        .addr(alu_result),       
        .write_data(reg_data_s), 
        .read_data(data_mem_out)
    );
    assign write_back_data =
        (opcode == 4'b0001) ? data_mem_out :  
        alu_result;                           
    instr_mem IM (
        .addr(pc),
        .instruction(instr)
    );
    control_unit CU (
        .opcode(opcode),
        .reg_write_en(reg_write_en),
        .mem_write_en(mem_write_en),
        .jump_en(jump_en),
        .alu_src_b_is_imm(alu_src_b_is_imm),
        .alu_op(alu_op),
         .halt(halt)   
    );
always @(posedge clk or posedge rst) begin
    if (rst) begin
        pc <= 8'h00;
        halted <= 1'b0;   
    end else if (!halted) begin
        if (halt) begin
            halted <= 1'b1;    
        end else if (jump_en) begin
            pc <= imm;         
        end else begin
            pc <= pc + 1;      
        end
    end
end
endmodule
module data_mem (
    input  wire        clk,
    input  wire        write_en,
    input  wire [7:0]  addr,
    input  wire [7:0]  write_data,
    output wire [7:0]  read_data
);
    reg [7:0] memory[0:255];
    assign read_data = memory[addr];
    always @(posedge clk) begin
        if (write_en)
            memory[addr] <= write_data;
    end
endmodule
module instr_mem (
    input  wire [7:0] addr,         
    output wire [15:0] instruction  
);
    reg [15:0] instructions[0:255];
    assign instruction = instructions[addr];
    initial 
      begin 
    instructions[0]  = 16'b0101_00_00_00000101;  
    instructions[1]  = 16'b0101_01_00_00001010;  
    instructions[2]  = 16'b0101_10_00_00000111;  
    instructions[3]  = 16'b0101_11_00_00000011;  
    instructions[4]  = 16'b0011_00_01_00000000;  
    instructions[5]  = 16'b0100_10_11_00000000;  
    instructions[6]  = 16'b0111_01_10_00000000;  
    instructions[7]  = 16'b0010_00_00_00100000;  
    instructions[8]  = 16'b0001_11_00_00100000;  
    instructions[9]  = 16'b0011_00_11_00000000;  
    instructions[10] = 16'b0101_01_00_00000101;  
    instructions[11] = 16'b0100_11_01_00000000;  
    instructions[12] = 16'b0110_00_00_00000110;  
    instructions[13] = 16'b0110_00_00_00000110;  
    instructions[14] = 16'b0101_10_00_00001000;  
    instructions[15] = 16'b0010_11_00_00100001;  
    instructions[16] = 16'b0001_10_00_00100001;  
    instructions[17] = 16'b0011_01_10_00000000;  
    instructions[18] = 16'b0000_00_00_00000000;  
end
endmodule
module register_file (
    input  wire        clk,            
    input  wire        rst,            
    input  wire        write_enable,   
    input  wire [1:0]  read_addr_s,    
    input  wire [1:0]  read_addr_d,    
    input  wire [1:0]  write_addr_d,   
    input  wire [7:0]  write_data,     
    output wire [7:0]  read_data_s,    
    output wire [7:0]  read_data_d     
);
    reg [7:0] registers[0:3];
    assign read_data_s = registers[read_addr_s];
    assign read_data_d = registers[read_addr_d];
    integer i;
    always @(posedge clk or posedge rst) begin
        if (rst) begin
            for (i = 0; i < 4; i = i + 1)
                registers[i] <= 8'h00;
        end else if (write_enable) begin
            registers[write_addr_d] <= write_data;
        end
    end
endmodule
```
**design/flow/config.mk**
```make
export PLATFORM = sky130hd
export DESIGN_NAME = cpu
export DESIGN_NICKNAME = cpu
export VERILOG_FILES = /design/flow/design.v
export SDC_FILE = /design/flow/constraint.sdc
export NUM_CORES = 4
export LEC_CHECK = 1
export CORE_AREA = 10 10 70 70
export DIE_AREA = 0 0 80 80
```
**design/flow/constraint.sdc**
```tcl
current_design cpu

set clk_period 1.8
set clk_io_pct 0.2

create_clock -name clk0 -period $clk_period [get_ports {clk}]

set non_clock_inputs [all_inputs -no_clocks]
set_input_delay [expr $clk_period * $clk_io_pct] -clock clk0 $non_clock_inputs
set_output_delay [expr $clk_period * $clk_io_pct] -clock clk0 [all_outputs]
```
**design/flow/run.sh**
```bash
#!/bin/bash
# OpenROAD 26Q1-2900-gdf79404cd8, Yosys 0.63+post, stock flow scripts
make -C /OpenROAD-flow-scripts/flow DESIGN_CONFIG=/design/flow/config.mk WORK_HOME=/design/flow/orfs finish
```
==> impl_metrics.ini <==
; synthesis and place-and-route metrics
[die]
chip_width_um = 80
floorplan.rows = 21
core_util_floorplan_pct = 20.7
placeable_core_region_um2 = 3420
number_of_placed_i_o_pins = 3
die.size.y_um = 80
design.die.area_um2 = 6400

[pwr]
p_comb_share_pct = 1.9
internal-power_w = 0.000222
power.leakage_nw = 0.470
power-per-cell-area_nw_per_um2 = 265
clockPowerShare_pct = 51.3
power_switching_w = 0.0000663
p_sw_share_pct = 23.0
ir_drop_v = 0.000120
p_seq_share_pct = 46.8

[logic_synthesis]
yosysUniqueCellTypes = 40
ys.flop_type = sky130_fd_sc_hd__dfrtp_1
postSynthAreaPerCell_um2 = 7.87
ys.flops = 6
ys.warnings.count = 6
synth_sequential_area_ratio_pct = 21.2
netlist_area_um2 = 708
synthesis.instances = 90
synth_stat.cells = 90
async_set_or_reset_flop_fraction_in_the_synthesized_netlist_pct = 100
enable_flop_cells = 0
synth_chip_area_um2 = 708

[timing]
min_period_over_period_pct = 107
setup-violations-final = 6
finalWorstPathRequiredPeriod_ps = 1920
clock_skew_ps = 12.9
fin_hold_ws_ps = 336
rsz_0062_raised_after_global_routing = true
postLayoutSetupSlackWorst_ps = -124
tightestPinTransition_ps = 415
maxClockFrequency_ghz = 0.520
timing_hold_violations_final = 0
slew-limit-headroom_pct = 71.6
slew_viol_final = 0

[job]
openroad.warnings = 33
timing.max_cap.violations = 0

[clocking]
cts.path.max_buffers = 2
clock-sinks = 6
cts_hold_repair.buffers = 0
path_clk_slew_ps = 60
cts.htree.levels = 1
clock-root-buffer = sky130_fd_sc_hd__clkbuf_4
insertion_delay_ps = 260
cts_made_buffers = 3
cts_tree = yes

[place]
dp.final_hpwl_um = 1580
numPortBuffers = 2
placement.setup.worst_slack_ps = -114
dpl_cell_area_um2 = 973
globalplace.congestion = 0.982

[grt]
largest_net_degree_at_the_start_of_global_routing = 13
grt_first_pass_wirelength_um = 3680
grt_overflow_total = 0
via_count_of_the_first_global_routing_pass = 764
global_route.usage.total_pct = 6.81
antenna_found_initial = 0

[status]
failed_checks = negative setup slack
outcome = complete, but fails checks

[layout]
filler_cell_count = 332
combGateArea_um2 = 589
area.sequential_um2 = 154
design_area_um2 = 1090
post_synthesis_to_final_layout_area_growth_pct = 53.7
layout.core_utilization_pct = 31.9
post_route_cells_drive_above_1_share_pct = 45.0

[routing]
routed_via_density = 4.80
wl_met2_um = 956
diodes = 0
route.top_layer_used = met4
wire_per_inst_um = 13.3
drt_wirelength_um = 2210
m1WireLength_um = 1050
wl_met3_um = 162
via_count = 797
drt_drc_violations_left = 0
drt_iter0_drc = 92
firstDrtPassIters = 4
drt.antenna.violating_nets = 0

[setup_path]
cp_max_fo = 7
setup.reg_to_reg.worst_slack_ps = -120
cp_data_arrival_time_ps = 2040
reg2reg_to = pc[2]
nature_of_the_critical_path_endpoint = flop
critPathLaunch = pc[1]
critPathRequiredTime_ps = 1920
critical_path_startpoint_category = flop
r2r_cells = 7
critPathCapture = pc[2]
r2r-start = pc[1]
worst-setup-path-type = reg -> reg

[hold_path]
hold_path.class = in -> async
==> layer usage <==
layer	GRT usage, %	up-vias
met1	9.76	373
met2	10.5	25
met3	1.25	5
met5	0	-
li1	-	394
met4	1.06	0
==> critical path, stage by stage, from the launching register on <==
cell,delay [ps]
sky130_fd_sc_hd__dfrtp_2,450
sky130_fd_sc_hd__buf_4,190
sky130_fd_sc_hd__nor2b_4,170
sky130_fd_sc_hd__o21ai_1,110
sky130_fd_sc_hd__and2_4,190
sky130_fd_sc_hd__a21oi_1,130
sky130_fd_sc_hd__nor3_1,50
sky130_fd_sc_hd__or4_1,500
==> power by group through the flow <==
| stage | clock network (W) | logic [W] | registers, W |
|---|---|---|---|
| 4_1_cts | 0.000147 | 0.00000561 | 0.000135 |
| 5_1_grt | 0.000158 | 0.00000645 | 0.000135 |
| 6_report | 0.000148 | 0.00000546 | 0.000135 |
==> kinds of logic (layout without fill, tap and decap cells) <==
| group | Yosys count | after routing | synth area share (%) |
|---|---|---|---|
| DFF | 6 | 6 | 21.2 |
| xor gates and xnor gates | 2 | 2 | 2.47 |
| AOI/OAI and AO/OA | 26 | 26 | 26.3 |
| and+or+nand+nor | 39 | 39 | 31.4 |
| adders and majority gates | 6 | 6 | 10.6 |
| muxes | 2 | 2 | 2.83 |
| buffers and inverters | 9 | 39 | 5.12 |
==> synth_stat cells, drive strengths merged (3+ instances only) <==
master / number / share of area (%)
dfrtp: 6 / 21
inv: 4 / 2.1
nor2: 4 / 2.1
nor2b: 4 / 4.9
clkbuf: 3 / 1.6
o21ai: 7 / 4.9
a21o: 3 / 3.4
nor3: 6 / 4.9
nand3: 5 / 3.5
nand2: 11 / 7.2
ha: 6 / 11
a21oi: 6 / 5.8
==> state kept, by name, indices dropped and copies added (netlist names) <==
signal	cells
halted	1
pc	5
==> what timing repair did <==
| action | in CTS | in global routing |
|---|---|---|
| endpoints found under the setup margin | 5 | 6 |
| setup buffers | 2 | 3 |
| pin swaps | 4 | 6 |
| endpoints found under the hold margin | 0 | 0 |
| gates resized | 6 | 8 |
==> layout by cell type, fill, tap and decap left out, types with 2 or more instances in the layout <==
cell,synthesis,routed
sky130_fd_sc_hd__nor3_1,5,5
sky130_fd_sc_hd__and2_4,1,2
sky130_fd_sc_hd__or4_1,2,2
sky130_fd_sc_hd__o21ai_1,2,5
sky130_fd_sc_hd__clkdlybuf4s50_1,0,2
sky130_fd_sc_hd__clkbuf_4,0,3
sky130_fd_sc_hd__ha_1,6,4
sky130_fd_sc_hd__a21o_1,2,2
sky130_fd_sc_hd__inv_4,0,2
sky130_fd_sc_hd__nand3_1,5,5
sky130_fd_sc_hd__dfrtp_1,6,3
sky130_fd_sc_hd__a31oi_1,2,2
sky130_fd_sc_hd__mux2i_1,2,2
sky130_fd_sc_hd__nor2b_1,2,2
sky130_fd_sc_hd__nand2_1,9,8
sky130_fd_sc_hd__inv_1,4,2
sky130_fd_sc_hd__buf_4,0,28
sky130_fd_sc_hd__o21ai_0,5,2
sky130_fd_sc_hd__a21oi_1,5,5
sky130_fd_sc_hd__nor2_1,4,3
sky130_fd_sc_hd__nand2_2,1,2
sky130_fd_sc_hd__nand4_1,2,2
sky130_fd_sc_hd__dfrtp_2,0,3
==> through the flow <==
step / TNS [ps] / instances / power (W)
floorplan: -133 / 90 / 0.000139
global placement: -343 / 157 / 0.000143
detailed placement: -396 / 157 / 0.000143
CTS: -366 / 163 / 0.000288
global route: -800 / 166 / 0.000300
finish: -382 / 166 / 0.000288
==> how the worst min path moves through the flow <==
stage	from	end	slack, ps
6_report	rst	pc[4]	340
5_1_grt	rst	pc[4]	380
4_1_cts	rst	pc[4]	350
==> layout make-up <==
type                            instances  share of cell area, %
Sequential cell                         6                   14.1
Tap cell                               46                   5.29
Multi-Input combinational cell         75                   54.1
Clock buffer                            4                   2.41
Inverter                                4                   1.84
Timing Repair Buffer                   31                   22.2
Power is estimated from default activity; no workload was simulated.
